===== /design/flow/run.sh =====
#!/bin/bash
# OpenROAD 26Q1-2900-gdf79404cd8, Yosys 0.63+post, stock flow scripts
make -C /OpenROAD-flow-scripts/flow DESIGN_CONFIG=/design/flow/config.mk WORK_HOME=/design/flow/orfs finish

===== /design/flow/design.v =====
module KEYBOARD_EXAMPLE (CLK, RESET,COLUMN, ROW, ENABLE, SEGMENT);
input CLK;
input RESET;
input [3:0] COLUMN;
output [3:0] ROW;
output [3:0] ENABLE;
output [7:0] SEGMENT;
reg [3:0] ROW;
reg [3:0] DEBOUNCE_COUNT;
reg [3:0] SCAN_CODE;
reg [3:0] DECODE_BCD;
reg [3:0] KEY_CODE;
reg [3:0] ENABLE;
reg [7:0] SEGMENT;
reg [15:0] KEY_BUFFER;
reg [14:1] DIVIDER;
reg PRESS;
wire PRESS_VALID;
wire DEBOUNCE_CLK;
wire SCAN_CLK;
always @(posedge CLK or negedge RESET)
	begin
		if (!RESET)
			DIVIDER <= {12'h000,2'b00};
			else
		DIVIDER <= DIVIDER + 1;
	end
assign DEBOUNCE_CLK = DIVIDER[14];
assign SCAN_CLK = DIVIDER[14];
always @(posedge CLK or negedge RESET)
	begin
		if (!RESET)
			SCAN_CODE <= 4'h0;
		else if (PRESS)
			SCAN_CODE <= SCAN_CODE + 1;
	end
always @(SCAN_CODE,COLUMN)
	begin
		case (SCAN_CODE[3:2])
			2'b00 : ROW = 4'b1110;
			2'b01 : ROW = 4'b1101;
			2'b10 : ROW = 4'b1011;
			2'b11 : ROW = 4'b0111;
		endcase
		case (SCAN_CODE[1:0])
			2'b00 : PRESS = COLUMN[0];
			2'b01 : PRESS = COLUMN[1];
			2'b10 : PRESS = COLUMN[2];
			2'b11 : PRESS = COLUMN[3];
		endcase
	end
always @(posedge DEBOUNCE_CLK or negedge RESET)
	begin
		if (!RESET)
			DEBOUNCE_COUNT <= 4'h0;
		else if (PRESS)
			DEBOUNCE_COUNT <= 4'h0;
		else if (DEBOUNCE_COUNT <= 4'hE)
			DEBOUNCE_COUNT <= DEBOUNCE_COUNT + 1;
	end
assign PRESS_VALID = (DEBOUNCE_COUNT == 4'hD) ?1'b1 : 1'b0;
always @(negedge DEBOUNCE_CLK or negedge RESET)
	begin
		if (!RESET)
			KEY_CODE <= 4'hC;
		else if (PRESS_VALID)	
			KEY_CODE <= SCAN_CODE;
	end
always @(negedge PRESS_VALID, negedge RESET)
	begin
		if(!RESET)
			KEY_BUFFER = 16'h0000;
		else	begin
			case (KEY_CODE)
				4'hC : KEY_BUFFER = (KEY_BUFFER << 4) | 16'h0000;
				4'hD : KEY_BUFFER = (KEY_BUFFER << 4) | 16'h0001;
				4'h9 : KEY_BUFFER = (KEY_BUFFER << 4) | 16'h0002;
				4'h5 : KEY_BUFFER = (KEY_BUFFER << 4) | 16'h0003;  
				4'hE : KEY_BUFFER = (KEY_BUFFER << 4) | 16'h0004;  
				4'hA : KEY_BUFFER = (KEY_BUFFER << 4) | 16'h0005;  
				4'h6 : KEY_BUFFER = (KEY_BUFFER << 4) | 16'h0006;  
				4'hF : KEY_BUFFER = (KEY_BUFFER << 4) | 16'h0007;  
				4'hB : KEY_BUFFER = (KEY_BUFFER << 4) | 16'h0008;  
				4'h7 : KEY_BUFFER = (KEY_BUFFER << 4) | 16'h0009; 
				4'h8 : KEY_BUFFER = (KEY_BUFFER << 4) | 16'h000A;  
				4'h4 : KEY_BUFFER = (KEY_BUFFER << 4) | 16'h000B;  
				4'h3 : KEY_BUFFER = (KEY_BUFFER << 4) | 16'h000C;  
				4'h2 : KEY_BUFFER = (KEY_BUFFER << 4) | 16'h000D;  
				4'h1 : KEY_BUFFER = (KEY_BUFFER << 4) | 16'h000E;  
				4'h0 : KEY_BUFFER = (KEY_BUFFER << 4) | 16'h000F;  
			endcase
		end
	end
always @(negedge SCAN_CLK or negedge RESET)
	begin
		if (!RESET) begin
			ENABLE <= 4'b1110;	
		end
		else
			ENABLE <= {ENABLE[0],ENABLE[3],ENABLE[2],ENABLE[1]};
	end
always @(ENABLE or KEY_BUFFER)
	begin
		case (ENABLE)
			4'b1110:DECODE_BCD = KEY_BUFFER[3:0];
			4'b1101:DECODE_BCD = KEY_BUFFER[7:4];
			4'b1011:DECODE_BCD = KEY_BUFFER[11:8];
			4'b0111:DECODE_BCD = KEY_BUFFER[15:12];
		endcase
	end
always @(DECODE_BCD)
	begin
		case (DECODE_BCD)
			4'h0 : SEGMENT = 8'b00000011; 
			4'h1 : SEGMENT = 8'b10011111; 
			4'h2 : SEGMENT = 8'b00100100; 
			4'h3 : SEGMENT = 8'b00001100; 
			4'h4 : SEGMENT = 8'b10011000; 
			4'h5 : SEGMENT = 8'b01001000; 
			4'h6 : SEGMENT = 8'b01000000; 
			4'h7 : SEGMENT = 8'b00011111; 
			4'h8 : SEGMENT = 8'b00000000; 
			4'h9 : SEGMENT = 8'b00011000; 
			4'hA : SEGMENT = 8'b00010000; 
			4'hB : SEGMENT = 8'b11000000; 
			4'hC : SEGMENT = 8'b01100011; 
			4'hD : SEGMENT = 8'b10000100; 
			4'hE : SEGMENT = 8'b01100000; 
			4'hF : SEGMENT = 8'b01110000; 
		endcase
	end
endmodule 

===== /design/flow/config.mk =====
export PLATFORM = sky130hd
export DESIGN_NAME = KEYBOARD_EXAMPLE
export DESIGN_NICKNAME = KEYBOARD_EXAMPLE
export VERILOG_FILES = /design/flow/design.v
export SDC_FILE = /design/flow/constraint.sdc
export NUM_CORES = 4
export LEC_CHECK = 1
export CORE_UTILIZATION = 30

===== /design/flow/constraint.sdc =====
current_design KEYBOARD_EXAMPLE

set clk_period 2.2
set clk_io_pct 0.2

create_clock -name clk0 -period $clk_period [get_ports {CLK}]

set non_clock_inputs [all_inputs -no_clocks]
set_input_delay [expr $clk_period * $clk_io_pct] -clock clk0 $non_clock_inputs
set_output_delay [expr $clk_period * $clk_io_pct] -clock clk0 [all_outputs]

==> GITHUB_STEP_SUMMARY <==
### Yosys + OpenROAD results

| Metric | Value |
|---|---|
| Outcome | `finished, final reports clean` |
| EDFF count, synth | `0` |
| Yosys Instances | `roughly 200` |
| Wire length per cell | `9.768 um` |
| Max Cap Viol | `0` |
| First-pass GRT wire length | `5.796 mm` |
| Slowest-stage cell, CP | `dfrtp_1` |
| Die height | `88.53 um` |
| Cells after synthesis | `203` |
| Vias in the first global route | `roughly 1,400` |
| Fin. max-slew vios | `0` |
| Mean Syn Cell Area | `11.06 um^2` |
| DIE AREA | `between 7000 and 8000 um^2` |
| Top-area cell share | `0.4234` |
| Number of remaining DRC errors | `0` |
| Pleak | `~1.1 nW` |
| Max incr delay on CP | `0.45 ns` |
| PortBufs | `21` |
| Root Driver | `clkbuf_8` |
| Arrival time worst endpoint | `1.41 ns` |
| Top cells by count | `dfrtp_1, xnor2_1, nand2_1` |
| Core footprint | `7253 um^2` |
| Worst Setup Path Type | `reg -> out` |
| Crit path capture type | `output pin` |
| Endpoints left unconstrained | `about 44` |
| ANT nets after route | `0` |
| Post-Syn Area | `approximately 2200 um^2` |
| CTS Buffer Depth | `2` |
| Yosys Chip Area | `2246 um^2` |
| CTS tree | `yes` |
| Number of diodes | `0` |
| Post-CTS Resized | `0` |
| Initial antenna violation count | `0` |
| Cell variety after synth | `38` |
| Top cell type by total area after synthesis | `dfrtp_1` |
| Number of primary I/O pins | `22` |
| Worst min-delay path class | `in -> async` |
| Routed vias/inst | `between 4 and 5` |
| Final Util | `0.3598` |
| Ys async rst share | `0.9200` |
| Initial core utilization | `0.3096` |
| Register pins left without a clock | `32` |
| Overall power | `1.028 mW` |
| Final setup skew | `0.001378 ns` |
| Worst-path fanout max | `7` |
| Crit path cell chain | `or2_2 > clkdlybuf4s50_1` |
| Critical path buffer and inverter count | `1` |
| Top delay family on crit path | `flip-flops` |
| Biggest area cells | `dfrtp_1, ha_1, xnor2_1` |
| Final setup viols | `0` |
| Unrepaired setup endpoints after global routing | `no` |
| Dominant synthesized flop cell | `dfrtp_1` |
| Drt initial violations | `30` |
| Via count | `1,416` |
| Layout cell share with drive strength beyond 1 | `0.08929` |
| Routed wire length | `3.155 mm` |
| Hold buffers post-CTS | `0` |
| Post-CTS Setup Inserts | `0` |
| Final hold slack | `approximately 0.22 ns` |
| Pwr dens | `393.9 nW/um^2` |
| Placed Area | `2555 um^2` |
| Tool Warnings | `34` |
| Worst VDD drop | `461.8 uV` |
| GRT Overall Usage | `0.09293` |
| Worst skew pair latency | `~0.25 ns` |
| Worst Tran Pin Value | `a little under 0.7 ns` |
| Fmax | `540.3 MHz` |
| Yosys reg bits | `50` |
| Final hold violations | `0` |
| Cycle use final | `0.8413` |
| Minimum clock period after layout | `1.851 ns` |
| Fillers | `roughly 700` |
| Worst Setup Start Kind | `register` |
| Fin area | `2610 um^2` |
| Cts bufs inserted | `3` |
| GRT Residual Overflow | `0` |
| GP Congestion | `between 0.8 and 0.9` |
| Yosys Warn Count | `1` |
| Area added between synthesis and finish | `16.21%` |
| Chip width | `just under 90 um` |
| H-tree levels | `1` |
| TritonRoute pass-1 iters | `4` |
| Clk slew on worst S/H paths | `~0.07 ns` |
| Most frequent cell after synthesis | `dfrtp_1` |
| HPWL Detailed | `2.484 mm` |
| Largest net degree at the start of global routing | `33` |
| Setup TNS | `0 ns` |
| # rows | `31` |
| Rel. slew slack | `0.5518` |
| Required @ worst endpoint | `1.76 ns` |
-- per-layer routing --
layer	vias to the layer above	track usage	wire (um)
li1	740	-	-
met2	21	0.1538	1465
met3	2	0.007569	92
met4	0	0.01026	23
met5	-	0	0
met1	653	0.1440	1574
-- kinds of logic after synthesis --
| family | Yosys count | synth area share |
|---|---|---|
| adders and majority gates | 14 | 0.07688 |
| and+or+nand+nor | 60 | 0.1387 |
| buffers and inverters | 18 | 0.03565 |
| AOI/OAI and AO/OA | 36 | 0.1042 |
| muxes | 6 | 0.02841 |
| DFF | 46 | 0.5153 |
| xor gates and xnor gates | 19 | 0.07409 |
| latches | 4 | 0.02674 |
-- cell usage in the layout (no fill, tap or decap), types with 2 or more instances in the layout --
cell type	Yosys	routed
nand2_1	14	14
clkbuf_8	0	4
clkdlybuf4s50_1	0	20
nor2b_1	3	3
buf_4	3	2
nand2b_1	3	3
xor2_1	3	3
dlxtn_1	4	4
dfrtp_1	38	38
nand3_1	11	11
ha_1	13	13
a22oi_1	4	4
inv_1	12	12
mux2i_1	3	3
nand4_1	3	3
a221o_1	4	4
and4_1	2	2
o21ai_0	13	13
dfstp_2	5	5
a22o_1	2	2
mux2_2	3	3
xnor2_1	16	16
nor2_1	13	13
and3_1	3	3
a21oi_2	2	2
a21oi_1	8	8
nand3b_1	2	2
dfrtn_1	3	3
-- state kept, by name, summed over array words and instances (netlist names) --
register	cells
DIVIDER	14
ENABLE	4
DECODE_BCD	4
DEBOUNCE_COUNT	4
SCAN_CODE	4
KEY_BUFFER	16
KEY_CODE	4
-- power by group --
| part | leakage [nW] | switching [mW] | internal (mW) |
|---|---|---|---|
| clock | 0.0288 | 0.104 | 0.159 |
| combinational | 0.510 | 0.145 | 0.191 |
| sequential | 0.567 | 0.0538 | 0.375 |
| total | 1.11 | 0.303 | 0.725 |
-- final timing paths --
check / from / to / slack [ns] / cells past startpoint
max: SCAN_CODE[2]$_DFFE_PN0P_ / ROW[0] / 0.35 / 2
min: RESET / DIVIDER[4]$_DFF_PN0_ / 0.22 / 1
max reg2reg: SCAN_CODE[0]$_DFFE_PN0P_ / SCAN_CODE[3]$_DFFE_PN0P_ / 0.79 / 6
min reg2reg: DIVIDER[5]$_DFF_PN0_ / DIVIDER[5]$_DFF_PN0_ / 0.47 / 1
max in group asynchronous: RESET / SCAN_CODE[0]$_DFFE_PN0P_ / 1.54 / 1
min in group clk0: DIVIDER[5]$_DFF_PN0_ / DIVIDER[5]$_DFF_PN0_ / 0.47 / 1
-- through the flow --
stage	cells	setup WS, ns
final	323	0.3492
after global placement	319	0.6287
after global routing	323	0.2982
after CTS	323	0.3294
after detailed placement	319	0.6109
after floorplan	203	0.7569
-- worst register-to-register path, stage by stage (launching register included) --
cell and delay, ns:
dfrtp_1 0.41, inv_1 0.11, ha_1 0.22, nor2b_1 0.14, a21oi_2 0.14, nand4_1 0.13
xnor2_1 0.14
-- area by class of cell --
type	instances	area, um^2	area share
clock buffer	4	55.05	0.02109
inverter	12	45.04	0.01726
multi-input combinational	135	948.4	0.3634
sequential	50	1217	0.4664
tap	99	123.9	0.04746
timing repair buffer	23	220.2	0.08437
Power figures rest on the tool's default switching activity, not on a simulated workload.

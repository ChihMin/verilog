## flow/design.v

```verilog
module Lab3_1(cout, outputs, inputs, en, dir);
input	en, dir;
input	[3:0]	inputs;
output	[3:0]	outputs;
output	cout;
reg [3:0]	outputs;
reg cout;
always@* begin
	if( !en )	begin 
		outputs = inputs;
		cout = 0;
	end
	else if( dir ) begin	
		if( inputs == 9 ) begin 
			outputs = 0;
			cout = 1;
		end
		else if( inputs > 9 ) begin
			outputs = 0;
			cout = 0;
		end
		else begin 
			outputs = inputs + 1;
			cout = 0;
		end
	end
	else begin
		if( inputs == 0 ) begin 
			outputs = 9;
			cout = 1;
		end
		else if( inputs > 9 ) begin
			outputs = 0;
			cout = 0;
		end
		else  begin 
			outputs = inputs - 1;
			cout = 0;
		end
	end
end
endmodule
module Lab3_2(cout, BCD, dir, en, reset, clk);
input en, dir, reset, clk;
output	[3:0]	BCD;
output cout;
reg	[3:0]	inputs;
reg	[3:0]	BCD;
wire [3:0]	outputs;
Lab3_1 BCD_COUNTER(.cout(cout), .outputs(outputs), .inputs(inputs), .en(en), .dir(dir) );
always@(posedge clk, negedge reset) begin
	if(!reset)	begin
		BCD = 0;
		inputs = 0;
	end
	else begin
		inputs = outputs;
		BCD = outputs;
	end	
end
endmodule
module clock_divider1(clk_div, clk);
	input clk;
	output clk_div;
	reg	[22:0]		num;
	wire	[22:0]		next_num;
	always@(posedge clk) begin
		num <= next_num;
	end
	assign next_num = num + 1;
	assign clk_div = num[22];
endmodule
module clock_divider2(clk_div, clk);
	input clk;
	output clk_div;
	reg	[14:0]		num;
	wire	[14:0]		next_num;
	always@(posedge clk) begin
		num <= next_num;
	end
	assign next_num = num + 1;
	assign clk_div = num[14];
endmodule
module lab4_1(cout, dir, en, reset, clk, BCD0, BCD1);
	input clk;
	input reset;
	input en;
	input dir;
	output cout;
	output	[3:0]	BCD0;
	output	[3:0]	BCD1;
	wire	cout0;
	reg	outputs0, outputs1;
	Lab3_2 BCD_COUNTER_0(.cout(cout0), .BCD(BCD0), .dir(dir), .en(en), .reset(reset), .clk(clk));
	Lab3_2 BCD_COUNTER_1(.cout(cout), .BCD(BCD1), .dir(dir), .en(cout0), .reset(reset), .clk(clk));	
endmodule
module lab4_2(DISPLAY, DIGIT, clk, reset, en, dir);
	input clk, reset, en, dir;
	output	[7:0]		DISPLAY;
	output	[3:0]		DIGIT;
	wire div1, div2, cout;
	wire [3:0] BCD0, BCD1;
	clock_divider1 DIV1(.clk(clk), .clk_div(div1));
	clock_divider2 DIV2(.clk(clk), .clk_div(div2));
	lab4_1 BCD_COUNTER(.dir(dir), .en(en), .reset(reset), .clk(div1), .BCD0(BCD0), .BCD1(BCD1), .cout(cout));
	Show disp(.DIGIT(DIGIT), .DISPLAY(DISPLAY), .BCD0(BCD0), .BCD1(BCD1), .clk(div2));
endmodule
module Show(DISPLAY, DIGIT, BCD1, BCD0, clk);
output [7:0] DISPLAY;
output reg [3:0]	DIGIT;
input [3:0] BCD1, BCD0;
input clk;
reg	[3:0]	value;
always@(posedge clk) begin
	case(DIGIT)
		4'b1110: begin
			value <= BCD1;
			DIGIT <= 4'b1101;
		end
		4'b1101: begin 
			value <= BCD0;
			DIGIT <= 4'b1110;
		end
		default begin
			DIGIT <= 4'b1110;
		end
	endcase
end
assign DISPLAY = (value == 0) ? 8'b00000011 :
						(value == 1) ? 8'b10011111 :
						(value == 2) ? 8'b00100100 :
						(value == 3) ? 8'b00001100 :
						(value == 4) ? 8'b10011000 :
						(value == 5) ? 8'b01001000 :
						(value == 6) ? 8'b01000000 :
						(value == 7) ? 8'b00011111 :
						(value == 8) ? 8'b00000000 :
						(value == 9) ? 8'b00001000 :
											8'b11111111 ;
endmodule
```

## flow/run.sh

```bash
#!/bin/bash
# OpenROAD 26Q1-2900-gdf79404cd8, Yosys 0.63+post, stock flow scripts
make -C /OpenROAD-flow-scripts/flow DESIGN_CONFIG=/design/flow/config.mk WORK_HOME=/design/flow/orfs finish
```

## flow/config.mk

```make
export PLATFORM = sky130hd
export DESIGN_NAME = lab4_2
export DESIGN_NICKNAME = lab4_2
export VERILOG_FILES = /design/flow/design.v
export SDC_FILE = /design/flow/constraint.sdc
export NUM_CORES = 4
export LEC_CHECK = 1
export CORE_UTILIZATION = 50
```

## flow/constraint.sdc

```tcl
current_design lab4_2

set clk_period 4.0
set clk_io_pct 0.2

create_clock -name clk0 -period $clk_period [get_ports {clk}]

set non_clock_inputs [all_inputs -no_clocks]
set_input_delay [expr $clk_period * $clk_io_pct] -clock clk0 $non_clock_inputs
set_output_delay [expr $clk_period * $clk_io_pct] -clock clk0 [all_outputs]
```

==> impl_metrics.py <==
# Auto-generated metrics
metrics = {
    "cts": {
        "cts_setup_buffers": 0,
        "root_buffer": "clkbuf_8",
        "cts_buffer_depth": 2,
        "cts_tree": "yes",
        "cts_resized": 0,
        "ctsHoldBuffers": 0,
        "clock.latency.late_pin_ps": 290,
        "clkTransAtPathRegs_ps": 70,
        "h-tree-depth": 2,
        "cts_made_buffers": 5,
    },
    "global_routing": {
        "grt-ovfl-total": 0,
        "grt_use_total_pct": 16.6,
        "grt_pass1_wl_um": 6820,
        "first_global_vias": 1605,
        "antenna_found_initial": 0,
        "grt_max_degree": 21,
    },
    "yosys": {
        "yosys_area_mm2": 0.00253,
        "synth-async-reset-ratio_pct": 15.4,
        "ys_cells": 275,
        "flop_cell": "dfxtp_1",
        "synth_area_per_cell_um2": 9.21,
        "synthCells": 275,
        "edf_count": 4,
        "syn_area_mm2": 0.00253,
        "ys_warn_count": 5,
        "ys_ff": 52,
        "ys_seq_share_pct": 44.2,
        "ys_types": 48,
    },
    "placed_design": {
        "hpwl_um": 2760,
        "place_inst": 343,
        "place_congestion": 0.779,
        "io_buffers": 13,
    },
    "worst_setup_path": {
        "startpoint": "DIV1.num[0]$_DFF_P_",
        "rr_worst_depth": 5,
        "crit_arrival_ps": 1770,
        "critical_path.max_fanout": 5,
        "crit_path_end_kind": "flip-flop",
        "rr_startpoint": "DIV1.num[0]$_DFF_P_",
        "r2r_end": "DIV1.num[22]$_DFF_P_",
        "critPathLaunchType": "flip-flop",
        "crit_type": "reg2reg",
        "crit_required_ps": 4170,
        "reg2reg_slack_ps": 2390,
        "endpoint": "DIV1.num[22]$_DFF_P_",
    },
    "final_timing": {
        "finalHoldViolations": 0,
        "tightest_slew_ps": 632,
        "unconstrained_endpoints": 28,
        "final-setup-viol-count": 0,
        "unclocked_regs": 14,
        "holdWs_ps": 412,
        "period_used_pct": 40.1,
        "max_freq_ghz": 0.623,
        "post-route-min-period_ps": 1610,
        "skew_ps": 8.00,
        "drv_slew": 0,
        "slew_headroom_pct": 57.7,
        "fin_tns_setup_ps": 0,
        "rsz0062_at_grt": "false",
    },
    "flow_run": {
        "warnings": 32,
        "maxCapViolCount": 0,
    },
    "cells_and_area": {
        "n_fill_cell": 444,
        "drive_above_1_share_pct": 5.99,
        "comb_area_mm2": 0.00129,
        "final_util_pct": 59.0,
        "final_cell_mix": "dfxtp_1, nand2_1, xnor2_1, o21ai_0",
        "lay_top_count": "dfxtp_1",
        "final_cells": 351,
        "syn2layout_area_growth_pct": 11.5,
        "flop_area_mm2": 0.00112,
    },
    "route": {
        "via_per_inst": 5.20,
        "ant_nets": 0,
        "drc": 0,
        "diodes": 0,
        "drt_iter0_drc": 41,
        "routed_wl_um": 3830,
        "first_pass_iters": 4,
        "vias": 1826,
        "wl_per_cell_um": 10.9,
    },
    "min_path": {
        "min_path_cells": 1,
        "holdCritPathClass": "reg2reg",
    },
    "power_and_ir_drop": {
        "p_per_area_mw_per_mm2": 275,
        "power_leakage_uw": 0.00108,
        "ir_drop_uv": 278,
    },
    "status": {
        "status": "complete, no violations",
    },
    "floorplanning": {
        "die_w_um": 73.2,
        "fp.coreArea_mm2": 0.00479,
        "initCoreUtil_pct": 52.9,
        "dieArea_mm2": 0.00536,
        "die_y_um": 73.2,
        "rows": 25,
        "io_pins": 16,
    },
}
==> cell type report <==
cell class | count | area share [%]
Multi-Input combinational cell | 194 | 45.6
Sequential cell | 52 | 39.7
Timing Repair Buffer | 13 | 4.61
Tap cell | 67 | 2.97
Clock buffer | 5 | 2.44
Clock inverter | 3 | 2.44
Inverter | 17 | 2.26
==> worst min path at each step <==
stage	start	endpoint	slack, ps
5_1_grt	DIV1.num[0]$_DFF_P_	DIV1.num[0]$_DFF_P_	430
4_1_cts	DIV1.num[0]$_DFF_P_	DIV1.num[0]$_DFF_P_	410
6_report	DIV1.num[0]$_DFF_P_	DIV1.num[0]$_DFF_P_	410
==> stage by stage <==
| stage | worst slack, ps | power (uW) | instance area (um2) |
|---|---|---|---|
| floorplan | 2580 | 398 | 2540 |
| global placement | 2450 | 402 | 2690 |
| detailed placement | 2380 | 402 | 2690 |
| CTS | 2370 | 785 | 2830 |
| global route | 2310 | 803 | 2830 |
| finish | 2390 | 777 | 2830 |
==> logic make-up (layout without fill, tap and decap cells) <==
| group | count (synthesis) | after routing | share of synthesized area [%] |
|---|---|---|---|
| AND/OR/NAND/NOR | 87 | 87 | 18.7 |
| AND-OR/OR-AND | 57 | 57 | 13.3 |
| flip-flops | 52 | 52 | 44.2 |
| XOR/XNOR | 34 | 34 | 11.8 |
| buffers and inverters | 30 | 38 | 5.04 |
| adder cells (fa/ha/maj) | 12 | 12 | 5.93 |
| multiplexers | 2 | 2 | 0.839 |
| other | 1 | 2 | 0.148 |
==> synthesized netlist by cell type (all sizes together), types with 3 or more instances <==
master	count	area, um2
and4	3	30.0
nand2b	4	32.5
buf	6	37.5
ha	12	150
nor2	14	52.6
nand2	28	105
and3	6	37.5
xnor2	23	201
o21ai	23	115
inv	17	63.8
edfxtp	4	120
o22ai	4	25.0
dfrtp	8	200
nor3	4	25.0
dfxtp	40	801
clkbuf	7	26.3
a21oi	14	70.1
xor2	11	96.3
nand3	18	103
==> per-layer routing <==
metal | routed length [um] | track usage, %
met5 | 0 | 0
met4 | 62 | 2.18
met3 | 111 | 2.52
met2 | 1690 | 27.0
met1 | 1970 | 24.9
==> report_power, final <==
group	switching [uW]	internal, uW	total [uW]
logic	8.82	6.13	14.9
clock network	134	250	384
registers	0	378	378
==> flip-flops by register name (all words and copies together), names as in the netlist <==
name and flops:
DIV2.num 15, DIV1.num 23, BCD_COUNTER.BCD_COUNTER_1.BCD 4, BCD_COUNTER.BCD_COUNTER_0.BCD 4
disp.DIGIT 2, disp.value 4
==> critical path: stages (launching register included) <==
cell and delay, ps:
dfxtp_1 370, ha_1 190, nand3_1 230, nor4_4 410
nand3_1 150, xnor2_1 140
Power and IR drop assume default switching activity.

<file path="run.sh">
#!/bin/bash
# OpenROAD 26Q1-2900-gdf79404cd8, Yosys 0.63+post, stock flow scripts
make -C /OpenROAD-flow-scripts/flow DESIGN_CONFIG=/design/flow/config.mk WORK_HOME=/design/flow/orfs finish
</file>
<file path="config.mk">
export PLATFORM = sky130hd
export DESIGN_NAME = HW7_2
export DESIGN_NICKNAME = HW7_2
export VERILOG_FILES = /design/flow/design.v
export SDC_FILE = /design/flow/constraint.sdc
export NUM_CORES = 4
export LEC_CHECK = 1
export CORE_AREA = 10 10 70 70
export DIE_AREA = 0 0 80 80
</file>
<file path="constraint.sdc">
current_design HW7_2

set clk_period 1.5
set clk_io_pct 0.2

create_clock -name clk0 -period $clk_period [get_ports {clk}]

set non_clock_inputs [all_inputs -no_clocks]
set_input_delay [expr $clk_period * $clk_io_pct] -clock clk0 $non_clock_inputs
set_output_delay [expr $clk_period * $clk_io_pct] -clock clk0 [all_outputs]
</file>
<file path="design.v">
module HW7_2(
	input		clk, 
				rst_n, 
				coin5, 
				coin10, 
				sel_water, 
				sel_coke, 
				sel_coffee, 
				cancel,
	output	reg	available_water, 
				available_coke, 
				available_coffee,
				drop_water, 
				drop_coke, 
				drop_coffee,
				change5, 
				change10
);
	reg			water, coke, coffee;
	reg			sell_state;
	reg	[4:0]	state, next_state, last_state;
	parameter	S0 = 4'd0, S1 = 4'd1, S2 = 4'd2,
				S3 = 4'd3, S4 = 4'd4, S5 = 4'd5,
				S6 = 4'd6, S7 = 4'd7, S8 = 4'd8,
				S9 = 4'd9, S10= 4'd10,S11= 4'd11; 
	always@(posedge clk, negedge rst_n)
		if( !rst_n )	begin
			water = 0;
			coke = 0;
			coffee = 0;
			sell_state <= 0;
			last_state <= 0;
			state <= S0;
			available_water <= 0;  
			available_coke <= 0; 
			available_coffee <= 0;
			change5 <= 0;
			change10 <= 0;
		end
		else begin
			if( next_state == S6 )	
				last_state = state;
			state = next_state;
		end
	always@(state, sell_state, coin5, coin10, sel_water, sel_coke, sel_coffee, cancel)
		case(state)
			S0:	 
				begin
					water = 0;
					coffee = 0;
					coke = 0;
					if( coin5 )	next_state <= S1;
					else if( coin10 ) next_state <= S2;
					else	next_state <= S0;
				end
			S1:	 
				if( coin5 ) next_state <= S2;	
				else if( coin10 ) next_state <= S3;
				else if( cancel ) next_state <= S7; 
				else next_state <= S1;
			S2:	 
				if( coin5 )	next_state <= S3;
				else if( coin10 ) next_state <= S4;
				else if( cancel ) next_state <= S8;
				else if( water ) next_state <= S6;
				else if( sel_water ) begin 
					next_state <= S6;
					water <= 1;
				end
				else next_state <= S2; 	
			S3:  
				if( coin5 )	next_state <= S4;
				else if( coin10 )	next_state <= S5;
				else if( cancel )	next_state <= S9;
				else if( water || coke ) next_state <= S6;
				else if( sel_water || sel_coke ) begin 
					next_state <= S6; 
					water <= sel_water;
					coke <= sel_coke;
				end
				else	next_state <= S3; 
			S4:  
				if( coin5 || coin10 )	next_state <= S5;
				else if( cancel )	next_state <= S10;
				else if( water || coke || coffee ) next_state <= S6;
				else if( sel_water || sel_coke || sel_coffee ) begin
					next_state <= S6;
					water <= sel_water;
					coke <= sel_coke;
					coffee <= sel_coffee;
				end
				else	next_state <= S4;
			S5:	 
				if( coin5 || coin10 )   next_state <= S5;
				else if( cancel ) next_state <= S11;
				else if( water || coke || coffee ) next_state <= S6;
				else if( sel_water || sel_coffee || sel_coke ) begin 
					next_state <= S6; 
					water <= sel_water;
					coke <= sel_coke;
					coffee <= sel_coffee;
				end
				else    next_state <= S5;
			S6:
				begin
					if( last_state == S2 )	next_state <= S0;
					else if( last_state == S3 ) begin	
						if( water )	next_state <= S7;
						else if( coke )	next_state <= S0;
						else next_state <= S6;
					end
					else if( last_state == S4 )	begin
						if( water ) next_state <= S8;
						else if( coke )	next_state <= S7;
						else if( coffee )  next_state <= S0;
						else	next_state <= S6;
					end	
					else if( last_state == S5 )	begin
						if( water ) next_state <= S9;
						else if( coke ) next_state <= S8;
						else if( coffee ) next_state <= S7;
						else next_state <= S6;
					end
				end
			S7:		next_state <= S0;
			S8:		next_state <= S0;
			S9:		next_state <= S7;
			S10:	next_state <= S8;
			S11:	next_state <= S9;
			default: next_state <= 0; 			
		endcase
	always@(state, sell_state, coin5, coin10, sel_water, sel_coke, sel_coffee, cancel)
		case(state)
			S0:
				begin
					available_water = 0;	
					available_coke = 0;
					available_coffee = 0;	
					drop_water = 0;
					drop_coke = 0; 
					drop_coffee = 0;	
					change5 = 0;
					change10 = 0; 
				end
			S1:
				begin
					available_water = 0;	
					available_coke = 0;
					available_coffee = 0;	
					drop_water = 0;
					drop_coke = 0; 
					drop_coffee = 0;	
					change5 = 0;
					change10 = 0; 
				end
			S2:
				begin
					available_water = 1;	
					available_coke = 0;
					available_coffee = 0;	
					drop_water = 0;
					drop_coke = 0; 
					drop_coffee = 0;	
					change5 = 0;
					change10 = 0; 
				end
			S3:
				begin
					available_water = 1;	
					available_coke = 1;
					available_coffee = 0;	
					drop_water = 0;
					drop_coke = 0; 
					drop_coffee = 0;	
					change5 = 0;
					change10 = 0; 
				end
			S4:
				begin
					available_water = 1;	
					available_coke = 1;
					available_coffee = 1;	
					drop_water = 0;
					drop_coke = 0; 
					drop_coffee = 0;	
					change5 = 0;
					change10 = 0; 
				end
			S5:
				begin
					available_water = 1;	
					available_coke = 1;
					available_coffee = 1;	
					drop_water = 0;
					drop_coke = 0; 
					drop_coffee = 0;	
					change5 = 0;
					change10 = 0; 
				end
			S6:
				begin
					available_water = 0;	
					available_coke = 0;
					available_coffee = 0;	
					drop_water = 0;
					drop_coke = 0; 
					drop_coffee = 0;	
					change5 = 0;
					change10 = 0; 
					if( last_state == S2 )	drop_water = 1;
					else if( last_state == S3 ) begin	
						if( water )	drop_water = 1;
						else if( coke )	drop_coke = 1;
						else	drop_coffee = 0;
					end
					else if( last_state == S4 )	begin
						if( water ) drop_water = 1;
						else if( coke )	drop_coke = 1;
						else if( coffee )  drop_coffee = 1;
						else	change5 = 0;
					end	
					else if( last_state == S5 )	begin
						if( water )	drop_water = 1;
						else if( coke ) drop_coke = 1;
						else if( coffee ) drop_coffee = 1;
						else change5 = 0;
					end
				end
			S7:
				begin	
					available_water = 0;	
					available_coke = 0;
					available_coffee = 0;	
					drop_water = 0;
					drop_coke = 0; 
					drop_coffee = 0;	
					change5 = 1;
					change10 = 0; 
				end
			S8, S9, S10, S11:
				begin	
					available_water = 0;	
					available_coke = 0;
					available_coffee = 0;	
					drop_water = 0;
					drop_coke = 0; 
					drop_coffee = 0;	
					change5 = 0;
					change10 = 1; 
				end
			default:
				begin
					available_water = 0;	
					available_coke = 0;
					available_coffee = 0;	
					drop_water = 0;
					drop_coke = 0; 
					drop_coffee = 0;	
					change5 = 0;
					change10 = 0; 
				end
		endcase
endmodule
</file>
==> results.yml <==
# yosys + openroad results
run_status:
  status: "finished with violations"
  violations: "setup timing"
routing:
  vias: 581
  drt_drc_violations_left: 0
  viasPerCell: 4.27
  num_antenna_cells: 0
  routedWlPerCell_um: 11.3
  drtIter0Drc: 11
  drt_first_pass_iters: 4
  routed_wl_mm: 1.54
  ant_nets: 0
power_and_ir_drop:
  ir_drop_mv: 0.443
  power.leakage_nw: 0.370
  power_density_mw_per_mm2: 490
  power_mw: 0.424
place:
  numPortBuffers: 8
  place_hpwl_mm: 1.16
  dp.cells: 131
  dp_slack_ns: -0.372
  place_area_um2: 830
  place.gp.congestion: 0.810
synth:
  yosysCellCount: 73
  yosys_area_um2: 681
  synth_area_um2: 681
  synth-edff-count: 0
  synth_top_flop_cell: "dfrtp_1"
  synth.avg_cell_area_um2: 9.32
  synth.distinct_cells: 34
  synth_cells: 73
  ys_ff: 12
  postSynth.asyncResetShare: 0.667
  synth_warnings: 26
layout:
  fin_area_um2: 866
  drive_gt1_frac: 0.278
  fillers: 388
  final_core_util: 0.253
  layoutNonFillerInstCount: 136
  register_area_um2: 260
  logic_area_um2: 360
  area_growth_pct: 27.2
flow_run:
  tool_warnings: 27
  cap_viol_max_count: 0
die:
  fp_util: 0.199
  rows: 21
  core-area_mm2: 0.00342
  boundaryPins: 16
  die_area_mm2: 0.00640
  die.size.x_um: 80
  fp.dieH_um: 80
setup_path:
  endpoint_kind: "output port"
  r2r_cells: 3
  crit_required_ns: 1.20
  critPathKind: "register to output port"
  cp_max_fo: 2
  crit_arrival_ns: 1.45
  worst_setup_path_start_kind: "register"
clock_network:
  cts_root_buf: "clkbuf_4"
  clk_pin_slew_ns: 0.05
  hold_buffers: 0
  clock_latency_ns: 0.25
  htree_levels: 1
  cts_buffer_depth: 2
  cts_tree: "done"
  numCtsBuffers: 3
timing:
  fin_ws_ns: -0.251
  finalSetupViolations: 1
  fin_crit_sh: 1.17
  finalHoldViolCount: 0
  rsz0062_at_grt: "true"
  fin_crit_ns: 1.75
  fin_skew_ns: 0.00286
  slew_violations: 0
  fin_hold_ws_ns: 0.332
  untimed_endpoints: 8
  unclocked_regs: 4
  final.setup.tns_ns: -0.251
  fmax_mhz: 571
global_route:
  grt_pass1_wl_mm: 2.58
  grt.total_usage: 0.0488
  overflow: 0
  grt_max_degree: 12
  antenna_found_initial: 0
  grt_pass1_vias: 583
min_path:
  hold_path.class: "input pin to async pin"
==> layout make-up <==
type | instances | share of cell area
Multi-Input combinational cell | 53 | 0.416
Tap cell | 46 | 0.0665
Inverter | 4 | 0.0173
Clock buffer | 3 | 0.0260
Sequential cell | 12 | 0.301
Timing Repair Buffer | 18 | 0.173
==> report_power, final <==
group          leakage [nW]  internal [mW]  switching (mW)
registers             0.133          0.218        0.000290
clock network        0.0138         0.0909          0.0631
logic                 0.223         0.0276          0.0249
total                 0.370          0.336          0.0883
==> what timing repair did <==
action                     in CTS  in global routing
pin swaps                       1                  1
gates resized                   3                  1
buffers inserted                1                  1
setup endpoints to repair       1                  1
==> cells in the mapped netlist (2+ instances only) <==
cell type / count / share of area
clkbuf_1: 2 / 0.011
or2_2: 2 / 0.018
inv_1: 4 / 0.022
dlxtn_1: 4 / 0.088
o21ai_0: 3 / 0.022
dfrtp_1: 8 / 0.29
nand2b_1: 2 / 0.018
a21oi_1: 6 / 0.044
and4bb_2: 2 / 0.037
buf_4: 7 / 0.077
nand3_1: 2 / 0.015
mux2_2: 4 / 0.066
nor3_1: 3 / 0.022
nor2_1: 4 / 0.022
==> worst max-delay path, stage by stage (launching register included) <==
cell and delay (ns):
dfrtp_1 0.37, or4b_4 0.54, and2b_1 0.21, buf_2 0.09
==> flip-flops by register name, indices dropped and copies added, names as in the netlist <==
| name | flops |
|---|---|
| last_state | 4 |
| next_state | 4 |
| state | 4 |
==> kinds of logic (layout without fill, tap and decap cells) <==
group | count (synthesis) | after routing | synth area share
simple gates | 23 | 23 | 0.228
compound gates | 18 | 18 | 0.178
buf+inv | 14 | 25 | 0.127
flops | 8 | 8 | 0.294
mux | 4 | 4 | 0.0662
latches | 4 | 4 | 0.0882
other cells | 1 | 7 | 0.00551
xor+xnor | 1 | 1 | 0.0129
==> metal layers <==
metal / routed length, µm / GRT usage
met1: 716 / 0.0612
met2: 739 / 0.0778
met3: 85 / 0.0205
met4: 0 / 0.00704
met5: 0 / 0
==> path summary, 6_finish.rpt <==
check | from | endpoint | slack, ns
worst min register to register | last_state[0]$_DFFE_PN0N_ | last_state[0]$_DFFE_PN0N_ | 0.52
worst min-delay path | rst_n | state[3]$_DFF_PN0_ | 0.33
worst max-delay path | last_state[0]$_DFFE_PN0N_ | drop_water | -0.25
min in group clk0 | last_state[0]$_DFFE_PN0N_ | last_state[0]$_DFFE_PN0N_ | 0.52
max in group asynchronous | rst_n | last_state[2]$_DFFE_PN0N_ | 0.90
worst max register to register | last_state[2]$_DFFE_PN0N_ | last_state[2]$_DFFE_PN0N_ | 0.50
==> layout by cell type, fill, tap and decap left out, types with 2 or more instances in the layout <==
master            n
o21ai_0           3
conb_1            7
dlxtn_1           4
or2_2             2
nor3_1            3
a21oi_1           6
clkbuf_4          3
clkdlybuf4s50_1   7
nand2b_1          2
buf_4            10
nand3_1           2
nor2_1            4
dfrtp_1           8
mux2_2            4
and4bb_2          2
inv_1             4
No activity file was given, so power comes from the tool's default toggle rates.
